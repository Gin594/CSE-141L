`flow/run.sh`:
```
#!/bin/bash
# OpenROAD 26Q1-2900-gdf79404cd8, Yosys 0.63+post, stock flow scripts
make -C /OpenROAD-flow-scripts/flow DESIGN_CONFIG=/design/flow/config.mk WORK_HOME=/design/flow/orfs finish
```
`flow/config.mk`:
```
export PLATFORM = sky130hd
export DESIGN_NAME = reg_file
export DESIGN_NICKNAME = reg_file
export VERILOG_FILES = /design/flow/design.v
export SDC_FILE = /design/flow/constraint.sdc
export NUM_CORES = 4
export LEC_CHECK = 1
export CORE_UTILIZATION = 30
```
`flow/constraint.sdc`:
```
current_design reg_file

set clk_period 2.3
set clk_io_pct 0.2

create_clock -name clk0 -period $clk_period [get_ports {CLK}]

set non_clock_inputs [all_inputs -no_clocks]
set_input_delay [expr $clk_period * $clk_io_pct] -clock clk0 $non_clock_inputs
set_output_delay [expr $clk_period * $clk_io_pct] -clock clk0 [all_outputs]
```
`flow/design.v`:
```
module reg_file #(parameter W=8, D=4)(		  
  input           CLK,
                  write_en,
  input  [ D-1:0] addr,
  input  [ W-1:0] data_in,
  output [ W-1:0] data_out
    );
logic [W-1:0] registers[2**D];	   
assign      data_out = registers[addr];
always_ff @ (posedge CLK)
  if (write_en)  
    registers[addr] <= data_in;
endmodule
```
==> node_exporter_impl.prom <==
# HELP chip_impl_metric Physical implementation figures
# TYPE chip_impl_metric gauge
chip_impl_metric{name="dr.first_iter.drc_count",unit=""} 230
chip_impl_metric{name="initial_core_util",unit=""} 0.3078
chip_impl_info{name="critical-path-top-cell-by-count",value="sky130_fd_sc_hd__buf_12"} 1
chip_impl_metric{name="syn_to_final_growth",unit="%"} 32.48
chip_impl_metric{name="tightest_slew",unit="ps"} 655.0
chip_impl_info{name="largest-register",value="registers"} 1
chip_impl_metric{name="antenna_found_initial",unit=""} 0
chip_impl_metric{name="p_total",unit="W"} 0.005587
chip_impl_metric{name="ant_nets",unit=""} 0
chip_impl_metric{name="cts.sink_count",unit=""} 128
chip_impl_info{name="biggestRegsByFlops",value="registers x128"} 1
chip_impl_info{name="startpoint_type",value="input port"} 1
chip_impl_metric{name="groute.layer.met1.usage",unit=""} 0.1860
chip_impl_metric{name="diodes",unit=""} 0
chip_impl_metric{name="die-height",unit="um"} 129.9
chip_impl_metric{name="timing.slew.headroom",unit=""} 0.5620
chip_impl_metric{name="detailroute.via_count",unit=""} 2464
chip_impl_metric{name="drt-pass1-iter-count",unit=""} 4
chip_impl_info{name="status",value="complete, no violations"} 1
chip_impl_metric{name="path_clk_slew",unit="ps"} 60
chip_impl_metric{name="cts-root-to-sink-buffers",unit=""} 2
chip_impl_info{name="timing.critical_path.slowest_stage_cell",value="sky130_fd_sc_hd__mux4_2"} 1
chip_impl_metric{name="std_cell_rows",unit=""} 46
chip_impl_metric{name="min_period_over_period",unit=""} 0.9717
chip_impl_metric{name="wl_per_cell",unit="um"} 20.07
chip_impl_metric{name="route.final.wire_length",unit="um"} 10600
chip_impl_info{name="area_leaders",value="sky130_fd_sc_hd__edfxtp_1 (78%), sky130_fd_sc_hd__mux4_2 (15%), sky130_fd_sc_hd__a22oi_1 (2.4%), sky130_fd_sc_hd__nor2_1 (0.99%), sky130_fd_sc_hd__nand2_1 (0.69%)"} 1
chip_impl_info{name="worstHoldPathType",value="in -> reg"} 1
chip_impl_metric{name="slew_violations",unit=""} 0
chip_impl_metric{name="finalSetupViolations",unit=""} 0
chip_impl_metric{name="globalRouteTotalUtil",unit=""} 0.1453
chip_impl_metric{name="synthesis.instances",unit=""} 222
chip_impl_metric{name="timing.critical_path.fanout_max",unit=""} 5
chip_impl_metric{name="boundaryPins",unit=""} 22
chip_impl_metric{name="mappedNetlistArea",unit="sq um"} 4907
chip_impl_metric{name="warning_count",unit=""} 26
chip_impl_metric{name="routabilityCongestion",unit=""} 0.8028
chip_impl_metric{name="synthArstFlopShare",unit=""} 0
chip_impl_metric{name="syn_area_per_cell",unit="sq um"} 22.10
chip_impl_info{name="ctsRootBufferMaster",value="sky130_fd_sc_hd__clkbuf_16"} 1
chip_impl_metric{name="final_period_minus_worst_setup_slack",unit="ps"} 2235
chip_impl_metric{name="drc",unit=""} 0
chip_impl_info{name="cts_tree",value="built"} 1
chip_impl_metric{name="detailed_place.area",unit="sq um"} 5705
chip_impl_metric{name="synth-edff-count",unit=""} 128
chip_impl_metric{name="grtUsageMet2",unit=""} 0.2262
chip_impl_metric{name="globalRouteMet3Util",unit=""} 0.08894
chip_impl_info{name="layout_top_cells",value="sky130_fd_sc_hd__edfxtp_1 (128), sky130_fd_sc_hd__buf_4 (33), sky130_fd_sc_hd__mux4_2 (32), sky130_fd_sc_hd__clkbuf_16 (17), sky130_fd_sc_hd__a22oi_2 (14)"} 1
chip_impl_metric{name="vias_per_cell",unit=""} 4.667
chip_impl_metric{name="cp.arrival",unit="ps"} 1770
chip_impl_metric{name="yosys.area.top_type_share",unit=""} 0.7833
chip_impl_info{name="flop_cell",value="sky130_fd_sc_hd__edfxtp_1"} 1
chip_impl_metric{name="pre_cts_ws",unit="ps"} -474.0
chip_impl_metric{name="grt_overflow",unit=""} 0
chip_impl_info{name="worstSetupPathType",value="in -> out"} 1
chip_impl_info{name="synth_area_leader_cell",value="sky130_fd_sc_hd__edfxtp_1"} 1
chip_impl_metric{name="power_leakage",unit="nW"} 2.155
chip_impl_info{name="most_common_logic_cell_in_the_routed_design",value="sky130_fd_sc_hd__edfxtp_1"} 1
chip_impl_metric{name="grt_pass1_vias",unit=""} 2732
chip_impl_metric{name="power_density",unit="nW/um^2"} 859.4
chip_impl_metric{name="yosys.cell_types.count",unit=""} 17
chip_impl_info{name="gr-max-usage-layer",value="met2"} 1
chip_impl_metric{name="critPathRequiredTime",unit="ps"} 1840
chip_impl_metric{name="die_x",unit="um"} 129.9
chip_impl_metric{name="synth.yosys.chip_area",unit="sq um"} 4907
chip_impl_metric{name="vdd.ir_drop.worst",unit="V"} 0.0005718
chip_impl_metric{name="grt_first_pass_wirelength",unit="um"} 16280
chip_impl_metric{name="yosys_register_bits",unit=""} 128
chip_impl_metric{name="largest_stage_delay_on_the_critical_path",unit="ps"} 520
chip_impl_metric{name="cts_max_level",unit=""} 4
chip_impl_metric{name="synth_stat.cells",unit=""} 222
chip_impl_metric{name="chip_area",unit="sq um"} 16870
chip_impl_metric{name="pin_count_of_the_biggest_net_entering_global_routing",unit=""} 17
chip_impl_metric{name="synth-warning-count",unit=""} 1
chip_impl_metric{name="design_area",unit="sq um"} 6501
chip_impl_metric{name="core_footprint",unit="sq um"} 15940
chip_impl_metric{name="cap_violations",unit=""} 0
chip_impl_info{name="critical_path.endpoint_type",value="output pin"} 1
chip_impl_metric{name="largest_reg_flops",unit=""} 128
chip_impl_metric{name="numPlacedInstances",unit=""} 488
chip_impl_info{name="worstPathCellList",value="buf_12, buf_12, buf_8, mux4_2, a22oi_2, nand2_1, clkdlybuf4s15_1"} 1
chip_impl_metric{name="synth-seq-area-share",unit=""} 0.7833
chip_impl_metric{name="final_cells",unit=""} 528
chip_impl_metric{name="fraction_of_layout_instances_using_a_drive_strength_above_1",unit=""} 0.4135
chip_impl_metric{name="timing.fmax",unit="MHz"} 447.4
chip_impl_metric{name="finalHoldViolCount",unit=""} 0
chip_impl_metric{name="port_buffers",unit=""} 21
chip_impl_metric{name="least_setup_slack_across_all_paths_after_layout",unit="ps"} 65.03
chip_impl_metric{name="numCtsBuffers",unit=""} 17
chip_impl_metric{name="holdBufCountCts",unit=""} 0
chip_impl_metric{name="dp_hpwl",unit="um"} 6772
-- through the flow --
stage	util	TNS (ps)	hold slack [ps]
CTS	0.4074	-128.8	857.4
global placement	0.3579	-3206	1254
detailed placement	0.3579	-3324	1257
global route	0.4078	-10.15	877.2
finish	0.4078	0	840.8
floorplan	-	0	558.9
-- area by class of cell --
class | count | area, sq um
Multi-Input combinational cell | 83 | 1084
Clock inverter | 12 | 143.9
Fill cell | 1386 | 9442
Timing Repair Buffer | 70 | 726.9
Sequential cell | 128 | 3844
Tap cell | 216 | 270.3
Clock buffer | 19 | 432.9
-- routing by layer --
layer / share of wire / wire length [um] / vias up
li1: - / - / 1098
met4: 0.015 / 164 / 0
met2: 0.49 / 5222 / 124
met1: 0.39 / 4100 / 1229
met5: 0 / 0 / -
met3: 0.10 / 1109 / 13
-- critical path, delay by kind of cell --
family                 cells  cell delay [ps]
and+or+nand+nor            1               80
buffers and inverters      4              490
AOI/OAI and AO/OA          1              220
muxes                      1              520
-- synth_stat cells, types with 2 or more instances --
| library cell | count |
|---|---|
| sky130_fd_sc_hd__edfxtp_1 | 128 |
| sky130_fd_sc_hd__mux4_2 | 32 |
| sky130_fd_sc_hd__a22oi_1 | 16 |
| sky130_fd_sc_hd__nor2_1 | 13 |
| sky130_fd_sc_hd__nand2_1 | 9 |
| sky130_fd_sc_hd__buf_1 | 4 |
| sky130_fd_sc_hd__nor3_1 | 4 |
| sky130_fd_sc_hd__buf_2 | 2 |
| sky130_fd_sc_hd__buf_6 | 2 |
| sky130_fd_sc_hd__clkbuf_1 | 2 |
| sky130_fd_sc_hd__nand2b_1 | 2 |
| sky130_fd_sc_hd__nand3b_1 | 2 |
| sky130_fd_sc_hd__nor2b_1 | 2 |
-- power breakdown --
part,internal (W),total [W],switching (W)
clock network,0.00168,0.00260,0.000915
registers,0.00262,0.00263,0.00000990
logic,0.000189,0.000362,0.000174
total,0.00449,0.00559,0.00110
-- timing repair --
| item | 4_1_cts | 5_1_grt |
|---|---|---|
| setup endpoints to repair | 8 | 7 |
| resized | 43 | 8 |
| gates cloned | 2 | 0 |
| pin swaps | 18 | 10 |
| buffers inserted | 7 | 2 |
-- kinds of logic (layout without fill, tap and decap cells) --
logic type | Yosys count | in the layout | share of synthesized area
flops | 128 | 128 | 0.7833
simple gates | 35 | 35 | 0.03315
mux | 32 | 32 | 0.1469
compound gates | 16 | 16 | 0.02448
buf+inv | 11 | 101 | 0.01224
-- path summary, 6_finish.rpt --
kind	from	to	cells after the start
worst max-delay path	addr[0]	data_out[5]	7
worst min-delay path	addr[0]	registers[0][0]	5
Power is estimated from default activity; no workload was simulated.
