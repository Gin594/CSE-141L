==> design/flow/design.v <==
module IF(
  input Branch_abs,		       
  input Branch_rel_en,		   
  input ALU_zero,			   
  input [15:0] Target,		   
  input Init,				   
  input Halt,				   
  input CLK,				   
  output logic[15:0] PC		   
  );
  always_ff @(posedge CLK)	   
	if(Init)
	  PC <= 0;				   
	else if(Halt)
	  PC <= PC;
	else if(Branch_abs)	       
	  PC <= Target;
	else if(Branch_rel_en && ALU_zero)  
	  PC <= Target + PC;
	else
	  PC <= PC+1;		       
endmodule
==> design/flow/run.sh <==
#!/bin/bash
# OpenROAD 26Q1-2900-gdf79404cd8, Yosys 0.63+post, stock flow scripts
make -C /OpenROAD-flow-scripts/flow DESIGN_CONFIG=/design/flow/config.mk WORK_HOME=/design/flow/orfs finish
==> design/flow/config.mk <==
export PLATFORM = sky130hd
export DESIGN_NAME = IF
export DESIGN_NICKNAME = IF
export VERILOG_FILES = /design/flow/design.v
export SDC_FILE = /design/flow/constraint.sdc
export NUM_CORES = 4
export LEC_CHECK = 1
export CORE_UTILIZATION = 30
==> design/flow/constraint.sdc <==
current_design IF

set clk_period 9.8
set clk_io_pct 0.2

create_clock -name clk0 -period $clk_period [get_ports {CLK}]

set non_clock_inputs [all_inputs -no_clocks]
set_input_delay [expr $clk_period * $clk_io_pct] -clock clk0 $non_clock_inputs
set_output_delay [expr $clk_period * $clk_io_pct] -clock clk0 [all_outputs]
==> run notes <==
Notes from the flow run.

Pwr:
- The run gives the design internal power as about 0.13 mW.
- The run gives the sequential share of power as around two fifths.
- The run puts the worst-case vdd ir drop at roughly 0.052 mV.
- The run puts the fraction of power consumed by combinational cells at between 30% and 40%.
- The clock network burns between 20% and 30% of the power.
- The run gives the net switching power as around 0.059 mW.
- The run gives the static leakage as about 0.87 nW.
- The run puts the areal power density over the cells at 95.8 nW/um^2.
- The run puts the proportion of total power due to net switching at 30.7%.

Routing:
- The run puts the remaining design rule violation count at 0.
- TritonRoute output was used to compute an average wire per cell of 14.0 um.
- The run gives the total wirelength of the detailed-routed design as between 4000 and 5000 um.
- The run gives the count of antenna diodes in the layout as 0.
- Per the detail_route report, vias per standard cell equal a little over 5.
- The routed layout has about 1,500 vias.
- The iteration count recorded for the first detailed-route pass is 4.
- The first routing iteration left ~120 violations.
- The run puts the antenna violation net count after detailed routing at 0.

Clock tree:
- The run gives the buffers inserted during post-CTS setup optimization as 0.
- TritonCTS built the clock tree.
- The number of clock sinks came to 16.
- The run puts the post-cts resize count at 0.
- The run gives the maximum buffer depth of the clock tree as 2.
- The run puts the clock latency reported for the late side of the worst-skew pair at about 0.25 ns.
- Clock tree synthesis selected as its root buffer the cell clkbuf_8.
- Clock-pin slew was measured on the worst setup and hold paths at ~0.06 ns.
- The run puts the clock buffer count from CTS at 3.
- The run puts the number of levels the H-tree was split into at 1.
- The number of hold buffers added after CTS was 0.

Final layout:
- The run gives the summed area of non-filler cells in the final layout as around 2000 sq um.
- PC holds more flip-flops than any other register.
- The run gives the non-filler instance count after layout as about 290.
- The run gives the share of layout cells above drive strength 1 as under 10%.
- The registers reported with the highest flop counts are PC (16).
- The run gives the final core utilization as 41.4%.
- The register with the most flip-flops in the layout has 16 of them.
- Between the synthesized netlist and the finished layout, the area growth was recorded as 30.4%.

Setup path:
- The run gives the largest incremental delay on the critical path as ~0.77 ns.
- The arrival time of data at the worst endpoint is listed as ~4.8 ns.
- The cell that appears most often on the critical path is a21o_1.
- For the worst flop-to-flop path, the logic depth is 8.
- The run gives the maximum net fanout on the critical path as 16.
- The timing report notes that buffer and inverter cells on the critical path total 1.
- For reference, the critical path cell chain is clkdlybuf4s50_1 -> nand3b_1 -> ha_1 -> fa_1 -> a21o_1 -> nand3_2 -> a31oi_2 -> a21o_1 -> a2111oi_0 -> a211o_1.
- Per the STA report, the cell with the highest stage delay on the worst path is clkdlybuf4s50_1.
- The worst setup path is launched from a primary input.
- The run gives the reg-to-reg startpoint as PC[0].
- The worst setup path is captured at a register.
- The setup path with the least slack is of type in -> reg.
- The run gives the capture point of the worst reg-to-reg path as PC[14].
- The run gives the setup slack of the worst register-to-register path as 7.55 ns.
- The run puts the data required time at the worst endpoint at ~10 ns.
- The run gives the critical path's top delay family as AND-OR/OR-AND gates.

Run:
- The run gives the total tool warning count as 25.
- The report counts max-capacitance violations totalling 0.

Yosys:
- The run puts the post-synthesis average cell area at between 8 and 9 sq um.
- The synthesized design contains 0 enable-type register cells.
- The run puts the fraction of synthesis flops using an asynchronous set or reset pin at 0%.
- The run gives the synthesized cell area as between 1500 and 2000 sq um.
- The run gives the main flop type as dfxtp_1.
- The run puts the fraction of the yosys area taken by sequential cells at between 20% and 30%.
- The gate-level netlist out of Yosys references about 46 unique cell types.
- Counting flops and latches in the post-synthesis netlist gives 16.
- The run gives the tally of yosys warning messages as 1.
- The run puts the number of standard cells after synthesis at approximately 190.
- Post-synthesis, Yosys gives the total cell area as about 1500 sq um.
- For this design, Yosys synthesis ends with a cell count of between 150 and 200.

Final timing:
- Between clock sinks in the finished design, the worst skew comes to around 0.00073 ns.
- After layout, the worst setup slack is around 5.2 ns.
- Headroom to the max-slew limit came out at around half.
- The run gives the aggregate negative setup slack as 0 ns.
- The final timing report lists a hold violation count of 0.
- The end-of-flow timing check tallies setup violations at 0.
- The run gives the max-slew violation count as 0.
- The run puts the post-route minimum period at about 4.6 ns.
- Setup repair after global routing left no endpoint under its margin.
- The pin closest to its max-slew limit shows a slew of between 0.7 and 0.8 ns.
- The run gives the fmax as 0.220 GHz.
- The run puts the final cycle utilization of the critical path at 46.4%.

Min path:
- In this run the most critical hold path is launched from PC[6].
- The run puts the worst hold path depth at 2.
- The path with the worst hold slack has its endpoint at PC[6].
- The path class of the tightest hold or removal check is reg -> reg.

Placement:
- The run gives the port buffer count as 37.
- The run puts the placed instance count at 287.
- The run puts the post-placement setup slack at 5.03 ns.
- The post-placement cell area is just under 2000 sq um.
- The run puts the weighted congestion reported at the end of routability-driven placement at 0.823.
- The run puts the half-perimeter wire length of the detailed placement result at around 3000 um.

Floorplan:
- For this design the top-level I/O count stands at 38.
- The run puts the starting utilization of the core area at around a third.
- The horizontal die dimension reported for this design is around 73 um.
- The run puts the standard-cell row count at 25.
- The run puts the area of the die at between 5000 and 6000 sq um.
- The total area inside the core boundary comes to a little under 5000 sq um.
- The run puts the die height at ~73 um.

Global route:
- The run puts the via count of the first global-routing pass at roughly 1,400.
- The first global-routing pass estimated between 6000 and 7000 um of wire.
- The total overflow left after global routing is 0.
- The run puts the largest net degree at the start of global routing at 26.
- The run puts the number of antenna violations at the first check in global routing at 0.
- The run puts the global router's overall resource usage at between 10% and 20%.

Run status:
- The flow ran to the end, and the final reports show no timing, DRC or antenna violations.
## how the worst max path moves through the flow
stage	from	cells past startpoint	endpoint	slack (ns)
after CTS	ALU_zero	10	PC[14]	5.29
after global routing	ALU_zero	10	PC[14]	5.07
final	ALU_zero	10	PC[14]	5.25
## tightest hold or removal path: stages, from the launching register on
cell,delay [ns]
dfxtp_1,0.33
inv_1,0.05
a221oi_1,0.06
## layer usage
layer / vias up / track usage [%] / wire (um)
met2: 41 / 24.6 / 1600
li1: 774 / - / -
met1: 658 / 26.3 / 2180
met4: 0 / 3.21 / 64
met3: 6 / 3.05 / 214
met5: - / 0 / 0
## cell type report
type                       instances  area, sq um
tap                               67         83.8
clock buffer                       3         41.3
sequential                        16          320
inverter                           5         18.8
fill                             513         2820
timing repair buffer              38          378
multi-input combinational        161         1150
## cells in the mapped netlist, types with 2 or more instances
master	instances	share of area [%]
a211oi_1	5	2.5
a21o_1	4	2.0
a21oi_1	18	5.9
a21oi_2	2	1.1
a31oi_1	2	0.82
and2_1	2	0.82
and3_1	15	6.1
clkbuf_1	7	1.7
dfxtp_1	16	21
ha_1	15	12
inv_1	5	1.2
mux2i_1	2	1.3
nand2_1	16	3.9
nand2b_1	2	0.82
nand3_1	3	0.98
nor2_1	16	3.9
o211a_1	3	2.0
o211ai_1	4	2.0
o21a_1	3	1.5
o21ai_0	9	2.9
o21ai_1	4	1.3
o21ai_2	3	1.7
o22ai_1	2	0.82
xnor2_1	7	4.0
xor2_1	4	2.3
## per-stage QoR
stage	power [mW]	hold WS (ns)
final	0.191	0.502
after global routing	0.207	0.540
after CTS	0.194	0.508
after detailed placement	0.141	0.494
after global placement	0.142	0.487
after floorplan	0.114	0.446
## logic make-up (layout without fill, tap and decap cells)
group                      Yosys count  after routing  share of synthesized area [%]
xor gates and xnor gates            12             12                           8.10
DFF                                 16             16                           20.9
AOI/OAI and AO/OA                   69             69                           31.8
and+or+nand+nor                     62             62                           20.6
adders and majority gates           16             16                           13.6
buffers and inverters               13             46                           3.68
muxes                                2              2                           1.31
## power groups by stage
stage	logic [mW]	registers (mW)	clock network, mW
CTS	0.0659	0.0749	0.0534
global route	0.0738	0.0756	0.0576
finish	0.0660	0.0749	0.0503
## cell usage in the layout (no fill, tap or decap), types with 2 or more instances in the layout
| cell type | n |
|---|---|
| o21ai_1 | 4 |
| nand3_1 | 3 |
| o211a_1 | 3 |
| o21a_1 | 3 |
| a31oi_1 | 2 |
| a211oi_1 | 5 |
| and2_1 | 2 |
| a21oi_2 | 2 |
| a21o_1 | 4 |
| o21ai_2 | 3 |
| xnor2_1 | 7 |
| nand2b_1 | 2 |
| inv_1 | 5 |
| clkdlybuf4s50_1 | 37 |
| and3_1 | 15 |
| o22ai_1 | 2 |
| dfxtp_1 | 16 |
| nand2_1 | 16 |
| nor2_1 | 16 |
| o211ai_1 | 4 |
| clkbuf_8 | 3 |
| mux2i_1 | 2 |
| xor2_1 | 4 |
| ha_1 | 15 |
| o21ai_0 | 9 |
| a21oi_1 | 18 |
Power and IR drop assume default switching activity.
