==> ./design.v <==
module data_mem #(parameter AW=8)(
  input              CLK,                 
  input    [AW-1:0]  DataAddress,		  
  input              ReadMem,			  
  input              WriteMem,			  
  input       [7:0]  DataIn,			  
  output logic[7:0] DataOut);			  
  logic [7:0] my_memory [2**AW]; 		  
  always_comb							  
    if(ReadMem) begin
      DataOut = my_memory[DataAddress];
    end else 
      DataOut = 8'bZ;			          
  always_ff @ (posedge CLK)	              
    if(WriteMem) begin
      my_memory[DataAddress] <= DataIn;
    end
endmodule
==> ./run.sh <==
#!/bin/bash
# OpenROAD 26Q1-2900-gdf79404cd8, Yosys 0.63+post, stock flow scripts
make -C /OpenROAD-flow-scripts/flow DESIGN_CONFIG=/design/flow/config.mk WORK_HOME=/design/flow/orfs finish
==> ./config.mk <==
export PLATFORM = sky130hd
export DESIGN_NAME = data_mem
export DESIGN_NICKNAME = data_mem
export VERILOG_FILES = /design/flow/design.v
export SDC_FILE = /design/flow/constraint.sdc
export NUM_CORES = 4
export LEC_CHECK = 1
export CORE_UTILIZATION = 40
==> ./constraint.sdc <==
current_design data_mem

set clk_period 21.8
set clk_io_pct 0.2

create_clock -name clk0 -period $clk_period [get_ports {CLK}]

set non_clock_inputs [all_inputs -no_clocks]
set_input_delay [expr $clk_period * $clk_io_pct] -clock clk0 $non_clock_inputs
set_output_delay [expr $clk_period * $clk_io_pct] -clock clk0 [all_outputs]
==> results.tsv <==
metric	value	unit
cts.sinks	2048	
clk_path_buf_depth	3	
synth.distinct_cells	21	
root_buffer	clkbuf_16	
drc	0	
status	completed	
critical_path.top_delay_family	buffers and inverters	
cp.required	17440	ps
synth_chip_area	78300	µm²
ys_cells	3539	
first_pass_iters	8	
top_cell_area_share	78.5	%
synthTopCellsByArea	edfxtp_1 (79%), mux4_2 (15%), a22oi_1 (2.5%)	
critPathSlowestCell	o41ai_1	
final-hold-violation-count	0	
crit_chain	buf_8 -> buf_4 -> buf_4 -> buf_4 -> mux4_2 -> a22oi_1 -> a21oi_1 -> o41ai_1 -> nand4_1 -> clkdlybuf4s50_1	
drv_slew	0	
grt_overflow	0	
p_comb_share	4.5	%
finalWeightedCongestion	0.868	
crit_path_start_kind	input pin	
num_vias	36500	
grt_pass1_wl	270000	µm
regMostFlops	my_memory	
use_met1	26.9	%
max_clock_freq	0.0706	GHz
min_path_type	in -> reg	
area_growth	13.0	%
cts_max_level	4	
fp.dieW	445	µm
p_int	6380	µW
syn_avg_cell_area	22.1	µm²
critPathArrivalTime	9810	ps
final_cell_area	88500	µm²
row_count	162	
p_per_area	91.0	nW/µm²
peakVddDrop	84.6	µV
p_switching	1670	µW
grt_usage	20.9	%
tightest_slew	1120	ps
yosysWarnings	2	
drv_cap	0	
coreArea	195000	µm²
cts_setup_buffers	0	
end_kind	output port	
synth_area	78300	µm²
warnings	33	
worst-setup-path-type	in -> out	
use_met2	30.2	%
grt_max_degree	125	
slowest_delay	860	ps
p_sw_share	20.8	%
clkTransAtPathRegs	60	ps
dieArea	198000	µm²
use_met3	15.0	%
wl_per_cell	28.5	µm
grt_antenna_before_repair	2	
crit_top_cell	buf_4	
numCtsBuffers	204	
die-height	445	µm
globalRoute.busiestLayer	met2	
drive_above_1_share	25.3	%
ys_seq_share	78.5	%
num_io_pins	27	
drt_iter0_drc	2428	
largest_reg_flops	2048	
cts_hold_buf	0	
final.setup.worst_slack	7630	ps
top_area_cell	edfxtp_1	
cp_max_fo	54	
final.setup.tns	0	ps
dp_worst_setup_slack	7420	ps
fp-utilization	40.2	%
post_dp_cell_area	82100	µm²
drt_wl_total	185000	µm
grt_pass1_vias	40400	
setup_violations	0	
numSynthFlops	2048	
synthCells	3539	
routed_via_density	5.62	
cts_resized	0	
cp_num_buf_inv	5	
finalCritPeriodShare	65.0	%
reg.largest.list	my_memory (2048)	
portBuffers	25	
leakage	0.0266	µW
cts_tree	built	
share_seq_of_total_power	54.0	%
clkPwrFrac	41.6	%
hpwl	109000	µm
max_slew_margin	24.6	%
rsz0062_at_grt	no	
period_needed	14170	ps
ant_nets	0	
metrics by stage:
step,cells,total power (µW),hold WS [ps],util [%]
after floorplan,3539,4620,4460,-
after detailed placement,6106,4790,4830,42.1
after global routing,6482,8290,3980,45.4
final,6485,8050,4000,45.4
after CTS,6482,8120,3950,45.4
after global placement,6106,4790,4820,42.1
power by group through the flow:
stage         logic [µW]  registers [µW]  clock network, µW
global route         388            4340               3560
CTS                  368            4340               3420
finish               360            4340               3350
cells in the mapped netlist:
| master | count |
|---|---|
| edfxtp_1 | 2048 |
| mux4_2 | 512 |
| a22oi_1 | 256 |
| nor2_1 | 232 |
| clkbuf_1 | 145 |
| a21oi_1 | 128 |
| buf_2 | 36 |
| o41ai_1 | 32 |
| nor3_1 | 30 |
| nand2_1 | 28 |
| buf_1 | 19 |
| buf_4 | 16 |
| buf_6 | 16 |
| nand3_1 | 13 |
| nand4_1 | 8 |
| nor2b_1 | 7 |
| nand2b_1 | 6 |
| and2_1 | 3 |
| or2_2 | 2 |
| inv_1 | 1 |
| or3_1 | 1 |
layout by cell type (no fill, tap or decap), types with 9 or more instances in the layout:
master	n
mux4_2	512
clkbuf_16	209
edfxtp_1	2048
nor2_1	231
nand2_1	28
nor3_1	30
buf_8	9
o41ai_1	26
clkinv_1	49
bufinv_16	14
nand3_1	10
buf_4	146
clkinv_2	51
clkbuf_1	39
clkdlybuf4s50_1	15
a22oi_1	256
a21oi_1	128
cell type report:
| cell class | instances | area, µm² |
|---|---|---|
| clock buffers | 248 | 5380 |
| repair buffers | 175 | 1480 |
| inverters | 1 | 3.75 |
| flip-flops and latches | 2048 | 61500 |
| fillers | 15800 | 106000 |
| clock inverters | 128 | 1010 |
| multi-input cells | 1258 | 15800 |
| well taps | 2624 | 3280 |
| diodes | 3 | 7.51 |
kinds of logic (layout without fill, tap and decap cells):
group	Yosys count	count (layout)	share of synthesized area (%)
flops	2048	2048	78.5
compound gates	416	416	3.63
mux	512	512	14.7
simple gates	330	330	1.74
other cells	0	3	0
buf+inv	233	552	1.40
routing by layer:
layer / routed length, µm / up-vias / share of wire, %
li1: - / 15400 / -
met5: 48 / - / 0.026
met4: 5480 / 4 / 3.0
met2: 87900 / 1918 / 48
met3: 29300 / 305 / 16
met1: 62000 / 18800 / 34
final timing paths:
path,startpoint,end,slack (ps),depth (start not counted)
setup / recovery,DataAddress[0],DataOut[1],7630,10
hold / removal,DataIn[6],my_memory[160][6],4000,1
Power and IR drop assume default switching activity.
